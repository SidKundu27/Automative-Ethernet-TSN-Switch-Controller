<file path="flow/design.v">
module automotive_eth_mac #(
    parameter PORT_ID = 0,               
    parameter ENABLE_VLAN = 1,           
    parameter ENABLE_JUMBO = 0,          
    parameter FIFO_DEPTH = 512           
) (
    input  wire         clk_125mhz,      
    input  wire         clk_25mhz,       
    input  wire         rst_n,           
    input  wire         gmii_rx_clk,     
    input  wire         gmii_rx_dv,      
    input  wire         gmii_rx_er,      
    input  wire [7:0]   gmii_rxd,        
    output wire         gmii_tx_clk,     
    output wire         gmii_tx_en,      
    output wire         gmii_tx_er,      
    output wire [7:0]   gmii_txd,        
    input  wire         speed_1000,      
    input  wire         duplex_full,     
    output wire         link_up,         
    output wire [31:0]  status_reg,      
    output wire         rx_valid,        
    output wire         rx_sof,          
    output wire         rx_eof,          
    output wire [31:0]  rx_data,         
    output wire [1:0]   rx_mod,          
    output wire         rx_error,        
    output wire [47:0]  rx_dst_mac,      
    output wire [47:0]  rx_src_mac,      
    output wire [15:0]  rx_ethertype,    
    output wire [11:0]  rx_vlan_id,      
    output wire [2:0]   rx_priority,     
    output wire         rx_vlan_valid,   
    input  wire         rx_ready,        
    input  wire         tx_valid,        
    input  wire         tx_sof,          
    input  wire         tx_eof,          
    input  wire [31:0]  tx_data,         
    input  wire [1:0]   tx_mod,          
    input  wire [2:0]   tx_priority,     
    output wire         tx_ready,        
    output wire         tx_error,        
    input  wire [63:0]  ptp_time,        
    output wire [63:0]  rx_timestamp,    
    output wire [63:0]  tx_timestamp,    
    output wire         tx_ts_valid,     
    output wire [31:0]  rx_frame_count,  
    output wire [31:0]  tx_frame_count,  
    output wire [31:0]  rx_byte_count,   
    output wire [31:0]  tx_byte_count,   
    output wire [31:0]  error_count      
);
    wire rx_clk, tx_clk;
    wire rx_fifo_full, rx_fifo_empty;
    wire tx_fifo_full, tx_fifo_empty;
    wire [35:0] rx_fifo_din, rx_fifo_dout;
    wire [35:0] tx_fifo_din, tx_fifo_dout;
    reg [3:0] rx_state, tx_state;
    reg [47:0] rx_dst_mac_reg, rx_src_mac_reg;
    reg [15:0] rx_ethertype_reg;
    reg [11:0] rx_vlan_id_reg;
    reg [2:0]  rx_priority_reg;
    reg        rx_vlan_valid_reg;
    reg [15:0] frame_length;
    reg [31:0] crc_calc;
    localparam RX_IDLE       = 4'h0;
    localparam RX_PREAMBLE   = 4'h1;
    localparam RX_DST_MAC    = 4'h2;
    localparam RX_SRC_MAC    = 4'h3;
    localparam RX_VLAN_TPID  = 4'h4;
    localparam RX_VLAN_TCI   = 4'h5;
    localparam RX_ETHERTYPE  = 4'h6;
    localparam RX_PAYLOAD    = 4'h7;
    localparam RX_CRC        = 4'h8;
    localparam RX_ERROR      = 4'h9;
    assign rx_clk = speed_1000 ? clk_125mhz : clk_25mhz;
    assign tx_clk = speed_1000 ? clk_125mhz : clk_25mhz;
    assign gmii_tx_clk = tx_clk;
    reg [15:0] link_timer;
    reg link_up_reg;
    always @(posedge rx_clk or negedge rst_n) begin
        if (!rst_n) begin
            link_timer <= 16'h0;
            link_up_reg <= 1'b0;
        end else begin
            if (gmii_rx_dv) begin
                if (link_timer < 16'hFFFF)
                    link_timer <= link_timer + 1;
                if (link_timer > 16'h1000)
                    link_up_reg <= 1'b1;
            end else begin
                link_timer <= 16'h0;
                if (link_timer == 16'h0)
                    link_up_reg <= 1'b0;
            end
        end
    end
    assign link_up = link_up_reg;
    reg [7:0] rx_byte_count_sm;
    reg [31:0] rx_data_reg;
    reg rx_valid_reg, rx_sof_reg, rx_eof_reg;
    reg rx_error_reg;
    always @(posedge rx_clk or negedge rst_n) begin
        if (!rst_n) begin
            rx_state <= RX_IDLE;
            rx_byte_count_sm <= 8'h0;
            rx_dst_mac_reg <= 48'h0;
            rx_src_mac_reg <= 48'h0;
            rx_ethertype_reg <= 16'h0;
            rx_vlan_id_reg <= 12'h0;
            rx_priority_reg <= 3'h0;
            rx_vlan_valid_reg <= 1'b0;
            rx_valid_reg <= 1'b0;
            rx_sof_reg <= 1'b0;
            rx_eof_reg <= 1'b0;
            rx_error_reg <= 1'b0;
        end else begin
            rx_sof_reg <= 1'b0;
            rx_eof_reg <= 1'b0;
            case (rx_state)
                RX_IDLE: begin
                    rx_valid_reg <= 1'b0;
                    rx_byte_count_sm <= 8'h0;
                    if (gmii_rx_dv && gmii_rxd == 8'h55) begin
                        rx_state <= RX_PREAMBLE;
                    end
                end
                RX_PREAMBLE: begin
                    if (gmii_rx_dv) begin
                        if (gmii_rxd == 8'hD5) begin  
                            rx_state <= RX_DST_MAC;
                            rx_byte_count_sm <= 8'h0;
                            rx_sof_reg <= 1'b1;
                            rx_valid_reg <= 1'b1;
                        end else if (gmii_rxd != 8'h55) begin
                            rx_state <= RX_IDLE;
                        end
                    end else begin
                        rx_state <= RX_IDLE;
                    end
                end
                RX_DST_MAC: begin
                    if (gmii_rx_dv) begin
                        rx_dst_mac_reg <= {rx_dst_mac_reg[39:0], gmii_rxd};
                        rx_byte_count_sm <= rx_byte_count_sm + 1;
                        if (rx_byte_count_sm == 5) begin
                            rx_state <= RX_SRC_MAC;
                            rx_byte_count_sm <= 8'h0;
                        end
                    end else begin
                        rx_state <= RX_ERROR;
                        rx_error_reg <= 1'b1;
                    end
                end
                RX_SRC_MAC: begin
                    if (gmii_rx_dv) begin
                        rx_src_mac_reg <= {rx_src_mac_reg[39:0], gmii_rxd};
                        rx_byte_count_sm <= rx_byte_count_sm + 1;
                        if (rx_byte_count_sm == 5) begin
                            rx_state <= RX_VLAN_TPID;
                            rx_byte_count_sm <= 8'h0;
                        end
                    end else begin
                        rx_state <= RX_ERROR;
                        rx_error_reg <= 1'b1;
                    end
                end
                RX_VLAN_TPID: begin
                    if (gmii_rx_dv) begin
                        if (rx_byte_count_sm == 0) begin
                            if (gmii_rxd == 8'h81) begin
                                rx_byte_count_sm <= 1;
                            end else begin
                                rx_ethertype_reg[15:8] <= gmii_rxd;
                                rx_vlan_valid_reg <= 1'b0;
                                rx_state <= RX_ETHERTYPE;
                                rx_byte_count_sm <= 1;
                            end
                        end else begin
                            if (gmii_rxd == 8'h00) begin
                                rx_vlan_valid_reg <= 1'b1;
                                rx_state <= RX_VLAN_TCI;
                                rx_byte_count_sm <= 8'h0;
                            end else begin
                                rx_ethertype_reg[7:0] <= gmii_rxd;
                                rx_vlan_valid_reg <= 1'b0;
                                rx_state <= RX_PAYLOAD;
                                rx_byte_count_sm <= 8'h0;
                            end
                        end
                    end else begin
                        rx_state <= RX_ERROR;
                        rx_error_reg <= 1'b1;
                    end
                end
                RX_VLAN_TCI: begin
                    if (gmii_rx_dv) begin
                        if (rx_byte_count_sm == 0) begin
                            rx_priority_reg <= gmii_rxd[7:5];
                            rx_vlan_id_reg[11:8] <= gmii_rxd[3:0];
                            rx_byte_count_sm <= 1;
                        end else begin
                            rx_vlan_id_reg[7:0] <= gmii_rxd;
                            rx_state <= RX_ETHERTYPE;
                            rx_byte_count_sm <= 8'h0;
                        end
                    end else begin
                        rx_state <= RX_ERROR;
                        rx_error_reg <= 1'b1;
                    end
                end
                RX_ETHERTYPE: begin
                    if (gmii_rx_dv) begin
                        if (rx_byte_count_sm == 0) begin
                            rx_ethertype_reg[15:8] <= gmii_rxd;
                            rx_byte_count_sm <= 1;
                        end else begin
                            rx_ethertype_reg[7:0] <= gmii_rxd;
                            rx_state <= RX_PAYLOAD;
                            rx_byte_count_sm <= 8'h0;
                        end
                    end else begin
                        rx_state <= RX_ERROR;
                        rx_error_reg <= 1'b1;
                    end
                end
                RX_PAYLOAD: begin
                    if (gmii_rx_dv) begin
                        rx_data_reg <= {rx_data_reg[23:0], gmii_rxd};
                        rx_byte_count_sm <= rx_byte_count_sm + 1;
                        if (rx_byte_count_sm[1:0] == 2'b11) begin
                        end
                    end else begin
                        rx_eof_reg <= 1'b1;
                        rx_state <= RX_IDLE;
                    end
                end
                RX_ERROR: begin
                    rx_error_reg <= 1'b1;
                    rx_valid_reg <= 1'b0;
                    if (!gmii_rx_dv) begin
                        rx_state <= RX_IDLE;
                        rx_error_reg <= 1'b0;
                    end
                end
                default: rx_state <= RX_IDLE;
            endcase
        end
    end
    assign rx_valid = rx_valid_reg;
    assign rx_sof = rx_sof_reg;
    assign rx_eof = rx_eof_reg;
    assign rx_data = rx_data_reg;
    assign rx_error = rx_error_reg;
    assign rx_dst_mac = rx_dst_mac_reg;
    assign rx_src_mac = rx_src_mac_reg;
    assign rx_ethertype = rx_ethertype_reg;
    assign rx_vlan_id = rx_vlan_id_reg;
    assign rx_priority = rx_priority_reg;
    assign rx_vlan_valid = rx_vlan_valid_reg;
    reg [3:0] tx_state_reg;
    reg gmii_tx_en_reg;
    reg [7:0] gmii_txd_reg;
    assign gmii_tx_en = gmii_tx_en_reg;
    assign gmii_txd = gmii_txd_reg;
    assign gmii_tx_er = 1'b0;  
    assign tx_ready = !tx_fifo_full;
    assign tx_error = 1'b0;
    reg [63:0] rx_timestamp_reg, tx_timestamp_reg;
    reg tx_ts_valid_reg;
    always @(posedge rx_clk) begin
        if (rx_sof_reg) begin
            rx_timestamp_reg <= ptp_time;
        end
    end
    always @(posedge tx_clk) begin
        if (tx_sof) begin
            tx_timestamp_reg <= ptp_time;
            tx_ts_valid_reg <= 1'b1;
        end else begin
            tx_ts_valid_reg <= 1'b0;
        end
    end
    assign rx_timestamp = rx_timestamp_reg;
    assign tx_timestamp = tx_timestamp_reg;
    assign tx_ts_valid = tx_ts_valid_reg;
    reg [31:0] rx_frame_count_reg, tx_frame_count_reg;
    reg [31:0] rx_byte_count_reg, tx_byte_count_reg;
    reg [31:0] error_count_reg;
    always @(posedge clk_125mhz or negedge rst_n) begin
        if (!rst_n) begin
            rx_frame_count_reg <= 32'h0;
            tx_frame_count_reg <= 32'h0;
            rx_byte_count_reg <= 32'h0;
            tx_byte_count_reg <= 32'h0;
            error_count_reg <= 32'h0;
        end else begin
            if (rx_eof && rx_valid) begin
                rx_frame_count_reg <= rx_frame_count_reg + 1;
            end
            if (tx_eof && tx_valid) begin
                tx_frame_count_reg <= tx_frame_count_reg + 1;
            end
            if (rx_error) begin
                error_count_reg <= error_count_reg + 1;
            end
        end
    end
    assign rx_frame_count = rx_frame_count_reg;
    assign tx_frame_count = tx_frame_count_reg;
    assign rx_byte_count = rx_byte_count_reg;
    assign tx_byte_count = tx_byte_count_reg;
    assign error_count = error_count_reg;
    assign status_reg = {
        4'h0,                     
        PORT_ID[3:0],            
        8'h0,                    
        link_up,                 
        speed_1000,              
        duplex_full,             
        rx_vlan_valid_reg,       
        rx_valid_reg,            
        tx_valid,                
        rx_error_reg,            
        tx_error,                
        !rst_n,                  
        8'h01                    
    };
endmodule
</file>
<file path="flow/run.sh">
#!/bin/bash
# OpenROAD 26Q1-2900-gdf79404cd8, Yosys 0.63+post, stock flow scripts
make -C /OpenROAD-flow-scripts/flow DESIGN_CONFIG=/design/flow/config.mk WORK_HOME=/design/flow/orfs finish
</file>
<file path="flow/config.mk">
export PLATFORM = sky130hd
export DESIGN_NAME = automotive_eth_mac
export DESIGN_NICKNAME = automotive_eth_mac
export VERILOG_FILES = /design/flow/design.v
export SDC_FILE = /design/flow/constraint.sdc
export NUM_CORES = 4
export LEC_CHECK = 1
export CORE_AREA = 10 10 347 347
export DIE_AREA = 0 0 357 357
</file>
<file path="flow/constraint.sdc">
current_design automotive_eth_mac

set clk_period 9.5
set clk_io_pct 0.2

create_clock -name clk0 -period $clk_period [get_ports {clk_125mhz}]

set non_clock_inputs [all_inputs -no_clocks]
set_input_delay [expr $clk_period * $clk_io_pct] -clock clk0 $non_clock_inputs
set_output_delay [expr $clk_period * $clk_io_pct] -clock clk0 [all_outputs]
</file>
==> results.json <==
{
  "status": "finished, final reports clean",
  "dr_total_vias": 11066,
  "p_leak_nw": 10.1,
  "totalWireLength_mm": 62.9,
  "placed_cell_area_um2": 23000,
  "dp_cells": 3126,
  "startpoint_type": "clock port",
  "ir_worst_vdd_v": 0.0000989,
  "min_to": "rx_data_reg[30]",
  "reg2reg_to": "rx_vlan_id_reg[9]",
  "fa_ha_area_frac": 0.00599,
  "cts_tree": "done",
  "io_pins": 622,
  "worstReg2RegStart": "rx_byte_count_sm[3]",
  "syn_avg_cell_area_um2": 14.5,
  "drive_above_1_share": 0.151,
  "ys_cells": 1154,
  "r2r_slack_ns": 7.13,
  "slew_headroom": 0.390,
  "cp_max_fo": 2,
  "clkPwrFrac": 0.485,
  "post_cts_resized": 0,
  "whs_ns": 0.446,
  "hold-path-cell-count": 0,
  "fp-utilization": 0.148,
  "grtUsageTotal": 0.0965,
  "pre_cts_ws_ns": 0.942,
  "synth-seq-cells": 423,
  "pwr-share-seq": 0.423,
  "grt_max_degree": 84,
  "worst_pin_slew_ns": 0.892,
  "firstDrtPassIters": 4,
  "hp-class": "flop to flop",
  "ff2ff_path_depth": 4,
  "die_h_um": 357,
  "grt_pass1_vias": 11199,
  "net-switching-power_mw": 0.772,
  "cellInternalPower_mw": 2.39,
  "yosys.cell_types.count": 61,
  "hp-start": "rx_data_reg[22]",
  "dp_hpwl_mm": 48.2,
  "ys_top_cells_by_count": "dfrtp_1, edfxtp_1, mux2_2, buf_4, nor2_1",
  "logic_family": "simple AND/OR/NAND/NOR gates",
  "ys_sh_simple": 0.0926,
  "io_buffer_count": 477,
  "ys_area_um2": 16700,
  "row_count": 123,
  "clk_latency_ns": 1.36,
  "synth.cellmix.xorXnorShare": 0.0545,
  "top_area_cell": "dfrtp_1",
  "power_mw": 3.16,
  "gp_congestion": 0.817,
  "grt_overflow": 0,
  "core_um2": 113000,
  "path_clk_slew_ns": 0.06,
  "flop_cell": "dfrtp_1",
  "edf_count": 160,
  "end_kind": "output port",
  "area_growth_pct": 50.1,
  "cts_hold_buffers": 0,
  "ant_nets": 0,
  "ys_async_sr_fraction": 0.619,
  "switching_share": 0.244,
  "warnings": 69,
  "dr.first_iter.drc_count": 707,
  "avgViaCountPerCell": 3.42,
  "final_cells": 3235,
  "worstPathRequired_ns": 7.60,
  "die_area_um2": 127000,
  "critPathArrivalTime_ns": 6.12,
  "post-cts-setup-buffer-count": 0,
  "ys_seq_frac": 0.682,
  "maxCapViolations": 0,
  "synth.area.top_cells": "dfrtp_1, edfxtp_1, mux2_2",
  "syn_area_um2": 16700,
  "synth.top_cell.area_share": 0.391,
  "design_area_um2": 25100,
  "aoi_share": 0.0222,
  "rsz0062_at_grt": "no",
  "fin_setup_tns_ns": 0,
  "routedWlPerCell_um": 19.5,
  "syn_inst": 1154,
  "power_frac_comb": 0.092,
  "ys_warn_count": 13,
  "yosysMostFrequentCell": "dfrtp_1",
  "ys_sh_mux": 0.0856,
  "timing.final.ws_setup_ns": 1.48,
  "power_density_nw_per_um2": 126,
  "hold_violations": 0,
  "finalClockSkew_ns": 0.0440,
  "slew_violations": 0,
  "die_w_um": 357,
  "path_class": "clock port to output port",
  "setup_viol": 0,
  "grt_pass1_wl_mm": 86.6,
  "antenna_found_initial": 9,
  "post-route-util": 0.223,
  "drc": 0
}
[metal layers]
layer,wire (um),vias to the layer above,track usage
li1,-,5008,-
met1,24500,5510,0.119
met2,29900,464,0.155
met3,6830,80,0.0424
met4,1620,4,0.0225
met5,24,-,0
[layout by cell type (no fill, tap or decap), drive strengths merged, types with 5 or more instances in the layout]
master / netlist / final
buf: 121 / 24
xor2: 37 / 37
dfrtp: 261 / 261
xnor2: 67 / 67
nand2: 55 / 55
o31ai: 5 / 5
nor3: 20 / 20
and3: 16 / 16
clkdlybuf4s50: 0 / 475
nand3: 53 / 53
or3: 6 / 6
ha: 8 / 8
clkinv: 0 / 15
nor4: 9 / 9
a21oi: 10 / 10
o21ai: 19 / 19
inv: 16 / 19
clkbuf: 6 / 84
conb: 2 / 102
and4: 8 / 8
nor2: 70 / 70
nand4: 33 / 33
nor2b: 6 / 6
mux2: 126 / 126
edfxtp: 160 / 160
and2: 6 / 6
[critical path, cell delays in order]
cell and delay [ns]:
clkbuf_16 0.12, clkbuf_16 0.13, mux2_2 0.40, clkbuf_16 0.20, clkbuf_16 0.12, clkdlybuf4s50_1 0.40
[power by group through the flow]
stage / clock network [mW] / registers [mW] / logic (mW)
5_1_grt: 1.65 / 1.35 / 0.322
4_1_cts: 1.61 / 1.34 / 0.307
6_report: 1.54 / 1.34 / 0.291
[worst max-delay path by stage]
stage	startpoint	slack, ns	depth (start not counted)	endpoint
4_1_cts	clk_125mhz	1.38	6	gmii_tx_clk
5_1_grt	clk_125mhz	1.42	6	gmii_tx_clk
6_report	clk_125mhz	1.48	6	gmii_tx_clk
[cells by family after synthesis]
group / Yosys count
compound gates: 51
xor+xnor: 104
fa+ha+maj: 8
buf+inv: 143
flops: 423
mux: 127
other cells: 2
simple gates: 296
[cell type report]
class / instances / area [um2]
fill: 11944 / 87600
tap: 1500 / 1880
timing repair buffer: 498 / 4930
sequential: 423 / 11400
clock inverter: 22 / 290
antenna: 3 / 7.51
inverter: 16 / 60.1
clock buffer: 85 / 1770
multi-input combinational: 688 / 4750
No activity file was given, so power comes from the tool's default toggle rates.
