<file path="./design.v">
module ptp_sync_engine #(
    parameter CLOCK_FREQ_HZ = 125000000,     
    parameter PTP_ACCURACY_NS = 100,         
    parameter AUTOMOTIVE_MODE = 1            
) (
    input  wire         clk,                 
    input  wire         rst_n,               
    input  wire         rx_valid,            
    input  wire         rx_sof,              
    input  wire         rx_eof,              
    input  wire [31:0]  rx_data,             
    input  wire [47:0]  rx_src_mac,          
    input  wire [15:0]  rx_ethertype,        
    output wire         tx_valid,            
    output wire         tx_sof,              
    output wire         tx_eof,              
    output wire [31:0]  tx_data,             
    output wire [47:0]  tx_dst_mac,          
    input  wire         tx_ready,            
    output wire [63:0]  ptp_time,            
    output wire [31:0]  ptp_seconds,         
    output wire [31:0]  ptp_nanoseconds,     
    output wire         time_valid,          
    output wire         sync_locked,         
    output wire         is_master,           
    output wire [31:0]  clock_offset,        
    output wire [31:0]  path_delay,          
    output wire [15:0]  sync_interval,       
    input  wire [47:0]  local_mac,           
    input  wire [7:0]   domain_number,       
    input  wire         force_master,        
    input  wire         sync_enable,         
    input  wire [15:0]  temperature,         
    input  wire [15:0]  voltage,             
    output wire [31:0]  temp_compensation,   
    output wire [31:0]  sync_count,          
    output wire [31:0]  delay_req_count,     
    output wire [31:0]  offset_error,        
    output wire [31:0]  freq_error           
);
    localparam PTP_SYNC         = 8'h00;
    localparam PTP_DELAY_REQ    = 8'h01;
    localparam PTP_PDELAY_REQ   = 8'h02;
    localparam PTP_PDELAY_RESP  = 8'h03;
    localparam PTP_FOLLOW_UP    = 8'h08;
    localparam PTP_DELAY_RESP   = 8'h09;
    localparam PTP_PDELAY_RESP_FU = 8'h0A;
    localparam PTP_ANNOUNCE     = 8'h0B;
    localparam PTP_SIGNALING    = 8'h0C;
    localparam PTP_MANAGEMENT   = 8'h0D;
    localparam PTP_ETHERTYPE    = 16'h88F7;
    localparam STATE_INIT       = 3'h0;
    localparam STATE_LISTENING  = 3'h1;
    localparam STATE_UNCALIBRATED = 3'h2;
    localparam STATE_SLAVE      = 3'h3;
    localparam STATE_MASTER     = 3'h4;
    localparam STATE_PASSIVE    = 3'h5;
    reg [2:0]   sync_state;
    reg [63:0]  local_time;
    reg [63:0]  master_time;
    reg [31:0]  clock_offset_reg;
    reg [31:0]  path_delay_reg;
    reg         sync_locked_reg;
    reg         is_master_reg;
    reg         time_valid_reg;
    reg         ptp_message_valid;
    reg [7:0]   ptp_message_type;
    reg [63:0]  ptp_timestamp;
    reg [79:0]  master_clock_id;
    reg [15:0]  sequence_id;
    reg [31:0]  sync_timer;
    reg [31:0]  delay_timer;
    reg [15:0]  sync_interval_reg;
    reg [31:0]  announce_timer;
    reg [31:0]  freq_adjustment;
    reg [31:0]  time_adjustment;
    wire [31:0] adjusted_increment;
    reg [31:0] sync_count_reg;
    reg [31:0] delay_req_count_reg;
    reg [31:0] offset_error_reg;
    reg [31:0] freq_error_reg;
    reg [31:0] time_increment;
    reg [31:0] fractional_ns;
    wire [31:0] base_increment = 32'd8;  
    always @(posedge clk or negedge rst_n) begin
        if (!rst_n) begin
            local_time <= 64'h0;
            fractional_ns <= 32'h0;
            time_increment <= base_increment;
        end else begin
            time_increment <= base_increment + freq_adjustment;
            {local_time, fractional_ns} <= {local_time, fractional_ns} + 
                                          {32'h0, time_increment, 16'h0};
        end
    end
    reg [3:0] parse_state;
    reg [7:0] parse_count;
    reg [31:0] parse_buffer [0:15];  
    localparam PARSE_IDLE       = 4'h0;
    localparam PARSE_HEADER     = 4'h1;
    localparam PARSE_TIMESTAMP  = 4'h2;
    localparam PARSE_CLOCKID    = 4'h3;
    localparam PARSE_COMPLETE   = 4'h4;
    always @(posedge clk or negedge rst_n) begin
        if (!rst_n) begin
            parse_state <= PARSE_IDLE;
            parse_count <= 8'h0;
            ptp_message_valid <= 1'b0;
            ptp_message_type <= 8'h0;
            ptp_timestamp <= 64'h0;
            master_clock_id <= 80'h0;
            sequence_id <= 16'h0;
        end else begin
            case (parse_state)
                PARSE_IDLE: begin
                    ptp_message_valid <= 1'b0;
                    if (rx_valid && rx_sof && rx_ethertype == PTP_ETHERTYPE) begin
                        parse_state <= PARSE_HEADER;
                        parse_count <= 8'h0;
                    end
                end
                PARSE_HEADER: begin
                    if (rx_valid) begin
                        parse_buffer[parse_count[3:0]] <= rx_data;
                        parse_count <= parse_count + 1;
                        if (parse_count == 0) begin
                            ptp_message_type <= rx_data[7:0];
                        end else if (parse_count == 7) begin
                            sequence_id <= rx_data[31:16];
                            parse_state <= PARSE_TIMESTAMP;
                            parse_count <= 8'h0;
                        end
                    end
                end
                PARSE_TIMESTAMP: begin
                    if (rx_valid) begin
                        if (parse_count == 0) begin
                            ptp_timestamp[63:32] <= rx_data;
                        end else if (parse_count == 1) begin
                            ptp_timestamp[31:0] <= rx_data;
                            parse_state <= PARSE_CLOCKID;
                        end
                        parse_count <= parse_count + 1;
                    end
                end
                PARSE_CLOCKID: begin
                    if (rx_valid) begin
                        if (parse_count < 3) begin
                            case (parse_count)
                                0: master_clock_id[79:48] <= rx_data;
                                1: master_clock_id[47:16] <= rx_data;
                                2: master_clock_id[15:0] <= rx_data[31:16];
                            endcase
                        end
                        parse_count <= parse_count + 1;
                        if (parse_count == 2) begin
                            parse_state <= PARSE_COMPLETE;
                        end
                    end
                end
                PARSE_COMPLETE: begin
                    ptp_message_valid <= 1'b1;
                    parse_state <= PARSE_IDLE;
                end
                default: parse_state <= PARSE_IDLE;
            endcase
            if (rx_eof) begin
                parse_state <= PARSE_IDLE;
            end
        end
    end
    reg [31:0] master_timer;
    reg [31:0] announce_timeout;
    reg [79:0] best_master_id;
    reg [31:0] sync_timeout;
    always @(posedge clk or negedge rst_n) begin
        if (!rst_n) begin
            sync_state <= STATE_INIT;
            sync_locked_reg <= 1'b0;
            is_master_reg <= 1'b0;
            time_valid_reg <= 1'b0;
            clock_offset_reg <= 32'h0;
            path_delay_reg <= 32'h0;
            sync_interval_reg <= 16'd1000;  
            master_timer <= 32'h0;
            announce_timeout <= 32'd3000000;  
            sync_timeout <= 32'd10000000;  
        end else begin
            master_timer <= master_timer + 1;
            case (sync_state)
                STATE_INIT: begin
                    time_valid_reg <= 1'b0;
                    sync_locked_reg <= 1'b0;
                    is_master_reg <= 1'b0;
                    if (sync_enable) begin
                        if (force_master) begin
                            sync_state <= STATE_MASTER;
                            is_master_reg <= 1'b1;
                            time_valid_reg <= 1'b1;
                        end else begin
                            sync_state <= STATE_LISTENING;
                        end
                    end
                end
                STATE_LISTENING: begin
                    if (ptp_message_valid && ptp_message_type == PTP_ANNOUNCE) begin
                        if (master_clock_id < best_master_id || best_master_id == 80'h0) begin
                            best_master_id <= master_clock_id;
                            sync_state <= STATE_UNCALIBRATED;
                            master_timer <= 32'h0;
                        end
                    end
                    if (master_timer > announce_timeout) begin
                        sync_state <= STATE_MASTER;
                        is_master_reg <= 1'b1;
                        time_valid_reg <= 1'b1;
                    end
                end
                STATE_UNCALIBRATED: begin
                    if (ptp_message_valid && ptp_message_type == PTP_SYNC && 
                        master_clock_id == best_master_id) begin
                        clock_offset_reg <= ptp_timestamp[31:0] - local_time[31:0];
                        sync_state <= STATE_SLAVE;
                        sync_locked_reg <= 1'b1;
                        time_valid_reg <= 1'b1;
                        master_timer <= 32'h0;
                    end
                    if (master_timer > sync_timeout) begin
                        sync_state <= STATE_LISTENING;
                        master_timer <= 32'h0;
                    end
                end
                STATE_SLAVE: begin
                    if (ptp_message_valid && ptp_message_type == PTP_SYNC &&
                        master_clock_id == best_master_id) begin
                        clock_offset_reg <= ptp_timestamp[31:0] - local_time[31:0];
                        master_timer <= 32'h0;
                        if (clock_offset_reg > 32'd1000) begin
                            freq_adjustment <= freq_adjustment + 1;
                        end else if (clock_offset_reg < -32'd1000) begin
                            freq_adjustment <= freq_adjustment - 1;
                        end
                    end
                    if (master_timer > sync_timeout) begin
                        sync_state <= STATE_LISTENING;
                        sync_locked_reg <= 1'b0;
                        best_master_id <= 80'h0;
                        master_timer <= 32'h0;
                    end
                end
                STATE_MASTER: begin
                    is_master_reg <= 1'b1;
                    time_valid_reg <= 1'b1;
                    sync_locked_reg <= 1'b1;
                    clock_offset_reg <= 32'h0;
                    if (master_timer >= {sync_interval_reg, 16'h0}) begin
                        master_timer <= 32'h0;
                    end
                end
                default: sync_state <= STATE_INIT;
            endcase
        end
    end
    reg [31:0] temp_compensation_reg;
    always @(posedge clk) begin
        if (AUTOMOTIVE_MODE) begin
            temp_compensation_reg <= (temperature - 16'd25) * 32'd20;
        end else begin
            temp_compensation_reg <= 32'h0;
        end
    end
    always @(posedge clk or negedge rst_n) begin
        if (!rst_n) begin
            sync_count_reg <= 32'h0;
            delay_req_count_reg <= 32'h0;
            offset_error_reg <= 32'h0;
            freq_error_reg <= 32'h0;
        end else begin
            if (ptp_message_valid && ptp_message_type == PTP_SYNC) begin
                sync_count_reg <= sync_count_reg + 1;
            end
            offset_error_reg <= clock_offset_reg;
            freq_error_reg <= freq_adjustment;
        end
    end
    assign ptp_time = local_time + {32'h0, clock_offset_reg};
    assign ptp_seconds = ptp_time[63:32];
    assign ptp_nanoseconds = ptp_time[31:0];
    assign time_valid = time_valid_reg;
    assign sync_locked = sync_locked_reg;
    assign is_master = is_master_reg;
    assign clock_offset = clock_offset_reg;
    assign path_delay = path_delay_reg;
    assign sync_interval = sync_interval_reg;
    assign temp_compensation = temp_compensation_reg;
    assign sync_count = sync_count_reg;
    assign delay_req_count = delay_req_count_reg;
    assign offset_error = offset_error_reg;
    assign freq_error = freq_error_reg;
    assign tx_valid = 1'b0;  
    assign tx_sof = 1'b0;
    assign tx_eof = 1'b0;
    assign tx_data = 32'h0;
    assign tx_dst_mac = 48'h0;
endmodule
</file>
<file path="./run.sh">
#!/bin/bash
# OpenROAD 26Q1-2900-gdf79404cd8, Yosys 0.63+post, stock flow scripts
make -C /OpenROAD-flow-scripts/flow DESIGN_CONFIG=/design/flow/config.mk WORK_HOME=/design/flow/orfs finish
</file>
<file path="./config.mk">
export PLATFORM = sky130hd
export DESIGN_NAME = ptp_sync_engine
export DESIGN_NICKNAME = ptp_sync_engine
export VERILOG_FILES = /design/flow/design.v
export SDC_FILE = /design/flow/constraint.sdc
export NUM_CORES = 4
export LEC_CHECK = 1
export CORE_UTILIZATION = 30
</file>
<file path="./constraint.sdc">
current_design ptp_sync_engine

set clk_period 19.6
set clk_io_pct 0.2

create_clock -name clk0 -period $clk_period [get_ports {clk}]

set non_clock_inputs [all_inputs -no_clocks]
set_input_delay [expr $clk_period * $clk_io_pct] -clock clk0 $non_clock_inputs
set_output_delay [expr $clk_period * $clk_io_pct] -clock clk0 [all_outputs]
</file>
==> run notes <==
yosys + openroad results -> outcome=finished clean, CTS Hold Bufs=0, Commonest Layout Cell=dfrtp_1, first-pass GRT wire length=123000 microns, critical path depth=13, Clock Path Buffers=3, Peak VDD IR=0.0631 mV, Setup Skew=0.0272 ns, headroom to the max-slew limit=43.1%, final setup vio count=0, Tot Pwr=2.58 mW, floorplan row count=119, Area Overhead vs Synth=20.3%, final RePlAce weighted congestion=0.884, # Cells Yosys=3053, mapped cell area=32000 sq um, DR vias=22500, slowest stage cell, crit path=clkdlybuf4s50_1, postcts setup bufs=0, number of CTS-inserted buffers=69, TritonRoute pass-1 iters=22, Crit path required time=15.68 ns, Crit Path Class=flip-flop to primary output, synthesis area per yosys=32000 sq um, Final Cycle Share=45.2%, # DRC=0, number of OpenROAD warnings=151, Post-Route WL=80300 microns, Max FO, Critical Path=16, Worst path max stage delay=0.55 ns, Leakage Power=18.4 nW, HP Class=flip-flop to flip-flop, initial antenna violation count=8, post-route cell area=38500 sq um, CTS root buf=clkbuf_16, crit path capture type=primary output, antenna violation net count after detailed routing=0, RSZ-0062 raised after global routing=false, die y size=329 microns, Cell Type Count=91, Placement Cell Area=36300 sq um, Die X-Extent=329 microns, number of synthesized flops with an enable pin=112, Flops after synth=553, asr flop ratio synth=74.3%, GRT Overall Usage=15.2%, crit path time final=8.87 ns, vias in the first global route=21200, worst hold path depth=0, syn avg cell area=10.5 sq um, Top Layout Cells=dfrtp_1 (407), clkdlybuf4s50_1 (358), ha_1 (246), R2R cell count=16, register share after synthesis=44.5%, chip area=108000 sq um, largest net degree at the start of global routing=67, setup tns final=0 ns, Final Max-Slew Violation Tally=0, Clock transition at path regs=0.06 ns, critical path arrival=4.95 ns, PortBufs=359, MUX area fraction=4.35%, core area=106000 sq um, GRT overflow=0, final HPWL from detailed placement=59900 microns, Slew @ Worst Pin=0.847 ns, I/O pin count=646, aoi share=10.6%, Max Fclk=113 MHz, Hold Fails Final Rpt=0, WP buf/inv=2, Primary FF master, synth=dfrtp_1, comb area leader=simple AND/OR/NAND/NOR gates, 1st-iter DRT viols=1259, Post-Synth Adder-Cell Area=9.92%, Wirelength per Cell=16.6 microns, CTS tree=yes, CP cell instances=ha_1 > nand3_1 > or2_1 > nor2_1 > o31ai_1 > a211oi_2 > nor3_2 > o31ai_2 > a21oi_2 > buf_4 > nor4_1 > xor2_1 > clkdlybuf4s50_1, delay-heaviest family, CP=AND-OR/OR-AND gates, Num Clock Sinks=553, Yosys warning count=2, Mapped Cells=3053, Power Dens Cells=66.9 nW/um^2, Vias/cell=4.66, H-tree lvl count=3, XOR/XNOR Fraction of Synth Area=8.47%, Basic Gates by Area=14.1%, proportion of layout cells with a drive suffix above 1=8.56%, top flop regs=best_master_id x80, master_clock_id x80, local_time x64, post-CTS resize count=0, Clock Latency Late Sink=0.64 ns, Worst setup SP type=flip-flop, max-capacitance violation count=0, fp util=30.3%, diode count=0
[routing by layer]
| layer | vias to the layer above | global-route usage (%) | wire (microns) |
|---|---|---|---|
| li1 | 11100 | - | - |
| met1 | 10800 | 22.7 | 36900 |
| met2 | 588 | 22.3 | 35500 |
| met3 | 123 | 4.11 | 5660 |
| met4 | 14 | 3.49 | 2150 |
| met5 | - | 0 | 88 |
[cells in the mapped netlist (56+ instances only)]
cell type	instances	share of area, %
nand4_1	60	1.2
o21ai_0	86	1.3
nand3_1	87	1.4
mux2_2	119	4.2
dfrtp_1	408	32
edfxtp_1	112	10
buf_4	233	5.5
and3_1	56	1.1
nand2_1	153	1.8
xor2_1	108	3.0
xnor2_1	202	5.5
a21oi_1	141	2.2
ha_1	246	9.6
inv_1	168	2.0
a21o_1	106	2.5
nor2_1	177	2.1
nor2b_1	114	2.2
[worst reg2reg max path: stages, from the launching register on]
cell	delay, ns
dfrtp_1	0.46
or4_1	0.54
nor4_1	0.25
buf_4	0.22
o31a_1	0.14
buf_4	0.37
fa_1	0.35
a211o_1	0.14
o211ai_1	0.14
a211oi_1	0.40
o21bai_1	0.16
a31oi_1	0.44
a31oi_1	0.16
o21ai_0	0.39
a41o_1	0.25
a21oi_1	0.08
xnor2_1	0.12
[per-stage QoR]
stage          util (%)  setup slack (ns)  hold slack (ns)  instances
2_1_floorplan         -              6.86            0.361       3216
3_3_place_gp       34.3             11.47            0.371       4709
3_5_place_dp       34.3             11.41            0.371       4709
4_1_cts            36.5             10.66            0.384       4837
5_1_grt            36.5             10.46            0.412       4837
6_report           36.5             10.73            0.382       4837
[power by group]
| group | leakage [nW] | total [mW] | switching (mW) | internal (mW) |
|---|---|---|---|---|
| Sequential | 7.02 | 1.19 | 0.00337 | 1.18 |
| Combinational | 10.3 | 0.111 | 0.0555 | 0.0559 |
| Clock | 1.12 | 1.28 | 0.524 | 0.757 |
| Total | 18.4 | 2.58 | 0.583 | 2.00 |
[cell families after synthesis]
| logic type | after synthesis |
|---|---|
| AND/OR/NAND/NOR | 849 |
| flip-flops | 553 |
| AND-OR/OR-AND | 512 |
| buffers and inverters | 452 |
| XOR/XNOR | 310 |
| adder cells (fa/ha/maj) | 251 |
| multiplexers | 124 |
| other | 2 |
[cell type report]
type	count	area, sq um
clock inverters	32	364
repair buffers	385	3790
multi-input cells	2211	15800
well taps	1391	1740
flip-flops and latches	553	14300
inverters	169	634
fillers	10200	67000
clock buffers	96	1910
[final timing paths]
kind                                             to            startpoint  slack (ns)
worst max-delay path                ptp_seconds[31]   clock_offset_reg[7]       10.73
worst min-delay path              time_increment[2]    freq_adjustment[2]        0.38
worst max register to register  freq_adjustment[30]  clock_offset_reg[24]       14.73
worst min register to register    time_increment[2]    freq_adjustment[2]        0.38
max in group asynchronous            local_time[57]                 rst_n       14.57
min in group asynchronous        sync_count_reg[27]                 rst_n        3.23
Power and IR drop assume default switching activity.
